## /design/flow/run.sh

```bash
#!/bin/bash
# OpenROAD 26Q1-2900-gdf79404cd8, Yosys 0.63+post, stock flow scripts
make -C /OpenROAD-flow-scripts/flow DESIGN_CONFIG=/design/flow/config.mk WORK_HOME=/design/flow/orfs finish
```

## /design/flow/config.mk

```make
export PLATFORM = sky130hd
export DESIGN_NAME = tmds_encode
export DESIGN_NICKNAME = tmds_encode
export VERILOG_FILES = /design/flow/design.v
export SDC_FILE = /design/flow/constraint.sdc
export NUM_CORES = 4
export LEC_CHECK = 1
export CORE_UTILIZATION = 50
```

## /design/flow/constraint.sdc

```tcl
current_design tmds_encode

set clk_period 6.3
set clk_io_pct 0.2

create_clock -name clk0 -period $clk_period [get_ports {pixel_clk}]

set non_clock_inputs [all_inputs -no_clocks]
set_input_delay [expr $clk_period * $clk_io_pct] -clock clk0 $non_clock_inputs
set_output_delay [expr $clk_period * $clk_io_pct] -clock clk0 [all_outputs]
```

## /design/flow/design.v

```verilog
module tmds_encode(
        input pixel_clk, 
        input rst, 
        input [1:0] ctl, 
        input active, 
        input [7:0] pdata,
        output [9:0] tmds_data
    );
integer i,j; 
reg [8:0] p_xor ; 
reg [8:0] p_xnor ; 
reg active_1 ; 
reg [1:0] ctl_1; 
reg [7:0] pdata_1;
reg [3:0] ones_1;  
reg [3:0] ones_xor;   
reg [3:0] ones_xnor;   
reg active_2 ; 
reg [1:0] ctl_2; 
reg [8:0] pdata_2;
reg [3:0] ones_2;  
reg [3:0] zeros_2; 
reg signed [5:0] diff_2 ; 
reg signed [5:0] disparity ; 
reg [9:0] tdata; 
always @(*) 
begin 
    p_xor [0] = pdata [0] ; 
    for (i = 1 ; i < 8 ; i = i + 1) begin 
        p_xor [i] = p_xor [i - 1] ^ pdata [i] ;
    end 
    p_xor [8] = 1'b1; 
end 
always @(*) 
begin 
    p_xnor [0] = pdata [0] ; 
    for (j = 1 ; j < 8 ; j = j + 1) begin 
        p_xnor [ j ] = p_xnor [ j - 1] ~^ pdata [j] ;
    end 
    p_xnor [8] = 1'b0; 
end 
always @ (posedge pixel_clk) 
begin 
    active_1    <= active; 
    ctl_1       <= ctl;
    pdata_1     <= pdata; 
    ones_1      <= pdata [ 0]  + pdata [ 1] + pdata [ 2]  + pdata [ 3] + pdata [ 4] + pdata [ 5] +pdata [ 6] + pdata [ 7] ; 
    ones_xor    <= p_xor [ 0 ] + p_xor [ 1 ] + p_xor [ 2 ] + p_xor [ 3 ] + p_xor [ 4 ] + p_xor [ 5 ] + p_xor [ 6 ] + p_xor [ 7 ];
    ones_xnor   <= p_xnor [0]  + p_xnor [1] + p_xnor [2] + p_xnor [3] + p_xnor [4] + p_xnor [5] + p_xnor [6] + p_xnor [7] ;
 end 
always @ (posedge pixel_clk) 
begin    
    active_2    <= active_1; 
    ctl_2       <= ctl_1; 
    if (( ones_1 > 4 ) || (ones_1 == 4 && pdata_1 [0 ] == 1'b0 )) begin 
        pdata_2 <= p_xnor;
        ones_2  <= ones_xnor; 
        zeros_2 <= 8 - ones_xnor; 
        diff_2  <= $signed(ones_xnor) + $signed (ones_xnor) - 8 ; 
    end else begin 
        pdata_2 <= p_xor; 
        ones_2  <= ones_xor; 
        zeros_2 <= 8 - ones_xor; 
        diff_2  <= $signed (ones_xor) + $signed ( ones_xor) - 8 ; 
    end 
end 
always @ (posedge pixel_clk) 
begin    
    if (rst) begin 
        tdata   <= 10'b 11_0101_0100; 
        disparity <= 0 ; 
    end else if (~active_2) begin   
        if (ctl == 2'b00) begin 
            tdata <= 10'b 11_0101_0100;
        end else if ( ctl == 2'b01) begin 
            tdata <= 10'b 00_1010_1011;
        end else if ( ctl == 2'b10) begin 
            tdata <= 10'b 01_0101_0100;
        end else begin 
            tdata <= 10'b 10_1010_1011; 
        end 
        disparity <=0 ;  
     end else begin  
           if (( disparity ==  0 )  || (ones_2 == 4) ) begin 
                if ( pdata_2 [ 8 ] ) begin 
                    tdata <= { 1'b0 , 1'b1 , pdata_2 [ 7 : 0 ] }; 
                    disparity <= disparity + diff_2 ; 
                end else begin 
                    tdata <= { 1'b1 , 1'b0 , ~pdata_2 [ 7 : 0 ] }; 
                    disparity <= disparity - diff_2 ;
                end 
           end else begin 
               if (( disparity > 0 && ones_2 > 4 ) || (disparity < 0 && ones_2 < 4)) begin 
                    if (pdata_2 [ 8 ] ) begin 
                        tdata <= { 1'b1 , 1'b1 , ~pdata_2 [ 7 : 0 ] }; 
                        disparity <= disparity - diff_2 + 2  ;
                    end else begin 
                        tdata <= { 1'b1 , 1'b0 , ~pdata_2 [ 7 : 0 ] }; 
                        disparity <= disparity - diff_2   ;    
                    end 
               end else begin 
                   if (pdata_2 [ 8 ] ) begin 
                        tdata <= {1'b0, 1'b1, pdata_2 [ 7 : 0 ] } ; 
                        disparity <= disparity + diff_2; 
                   end else begin 
                        tdata <= {1'b0, 1'b0, pdata_2 [ 7 : 0 ] } ; 
                        disparity <= disparity + diff_2 -2 ;
                   end 
               end 
            end 
    end
 end 
 assign tmds_data = tdata;  
endmodule
```

==> flow_summary.yaml <==
# synthesis and place-and-route metrics
worst_setup_path:
  slowest_stage: "fa_1"
  cp_max_fo: 5
  crit_start: "pdata[0]"
  crit_chain: "clkdlybuf4s50_1 -> ha_1 -> xor2_2 -> xnor2_1 -> xnor2_1 -> inv_1 -> fa_1 -> inv_1 -> ha_1 -> fa_1 -> xor2_1"
  crit_path_end: "ones_xnor[2]"
  reg2reg_depth: 10
  rr_startpoint: "diff_2[3]"
  crit_arrival_ns: 4.54
  crit_required_ns: 6.49
  critPathMaxStageDelay_ns: 0.53
  r2r_slack_ns: 3.75
  critPathCaptureType: "flop"
  worst_setup_path_start_kind: "primary input"
  critPathBufInv: 3
  critPathKind: "in -> reg"
  cp_top_family: "adder cells"
  timing.rr.end: "disparity[5]"
  cp.depth: 11
cts:
  clock-sinks: 45
  cts_buffers: 5
  holdBufCountCts: 0
  ctsHtreeMaxLevel: 2
  tritoncts: "built"
  root_buffer: "clkbuf_8"
  clock_path_buffers: 2
  worstSkewPairLatency_ns: 0.29
  path_clk_slew_ns: 0.08
  post-cts-setup-buffers: 0
  ctsResizeCount: 0
global_route:
  grt_antenna_before_repair: 0
  grt_pass1_wl_um: 8160
  grt_max_degree: 19
  grt_pass1_vias: 1768
  overflow: 0
  track_usage: 0.177
yosys:
  synth_area_um2: 2820
  yosysWarnings: 1
  async_flop_share: 0
  flop_cell: "dfxtp_1"
  ys.flops: 45
  syn_inst: 288
  edf_count: 0
  post_synth.cell_area_avg_um2: 9.78
  ys_types: 35
  yosysTopAreaCell: "dfxtp_1"
  yosys_area_um2: 2820
  synth_seq_share: 0.320
  ys_cells: 288
  top_cells_by_area: "dfxtp_1 32%, ha_1 15%, xnor2_1 9.6%"
  top_area_frac: 0.320
sta:
  period_needed_ns: 4.35
  rsz0062_at_grt: "false"
  tns_ns: 0
  finalCritPeriodShare: 0.691
  setup_viol: 0
  worstMarginPinSlew_ns: 0.678
  relSlewSlack: 0.547
  slew_viol_final: 0
  fmax_ghz: 0.230
  hold_viol_final: 0
  clock-skew-final_ns: 0.00543
placement:
  place_congestion: 0.848
  post-dp-hpwl_um: 3640
  port_buffers: 22
min_path:
  hold_path.class: "reg -> reg"
pwr:
  p_leak_nw: 1.45
  power_density_nw_per_um2: 552
  ir_drop_mv: 0.344
  power_mw: 1.77
floorplanning:
  die_y_um: 77.1
  core-area_um2: 5270
  num_io_pins: 23
  dieArea_um2: 5940
  die_x_um: 77.1
  num_rows: 26
  fp-utilization: 0.534
run:
  cap_viol_max_count: 0
  warnings: 40
routing:
  drc_errors: 0
  vias_per_cell: 4.65
  antenna_cells: 0
  via_count: 1775
  routedWlPerCell_um: 12.0
  drt-initial-drc-count: 68
  wirelength_um: 4580
  dr.pass1.iters: 4
  antenna_left: 0
final_layout:
  final_cell_mix: "45 x inv_1, 45 x dfxtp_1, 34 x ha_1"
  fill_cells: 449
  layout-drive-gt1-share: 0.0673
  final_core_util: 0.608
  area_growth_pct: 13.8
status:
  outcome: "completed"
sequential cells by signal (all words and copies together) (netlist names), 2 cells and up:
register,cells
diff_2,5
disparity,5
ones_1,4
ones_2,2
ones_xnor,4
ones_xor,4
pdata_2,9
tdata,10
cells in the mapped netlist (2+ instances only):
library cell	number
inv_1	45
nand2b_1	3
a21o_1	2
clkbuf_1	4
xor2_1	13
mux2_2	5
xnor2_2	2
nor2b_1	6
a211oi_1	3
or2_2	2
a21oi_1	20
fa_1	13
o21bai_1	2
dfxtp_1	45
o211ai_1	2
xnor2_1	31
nor2_1	13
o21ai_0	7
nor3_1	3
mux2i_1	5
nand2_1	14
ha_1	34
nor4_1	2
area by class of cell:
type                    instances  area [um2]  area share
inverters                      45         169      0.0527
flip-flops and latches         45         901       0.281
multi-input cells             191        1710       0.535
repair buffers                 23         228      0.0711
clock inverters                 1        8.76     0.00273
well taps                      70        87.6      0.0273
clock buffers                   7        96.3      0.0301
cell families after synthesis:
group	share of synthesized area
compound gates	0.0866
simple gates	0.0786
xor+xnor	0.154
flops	0.320
buf+inv	0.0715
mux	0.0458
fa+ha+maj	0.243
metrics by stage:
stage / worst slack (ns) / area [um2] / std cells / hold slack, ns
after floorplan: 2.37 / 2820 / 288 / 0.310
after global placement: 1.67 / 3100 / 374 / 0.311
after detailed placement: 1.61 / 3100 / 374 / 0.312
after CTS: 1.93 / 3200 / 382 / 0.333
after global routing: 1.77 / 3200 / 382 / 0.348
final: 1.95 / 3200 / 382 / 0.332
per-layer routing:
metal / up-vias / track usage / part of all wire
met5: - / 0 / 0
met4: 0 / 0.0208 / 0.015
met3: 5 / 0.0193 / 0.022
met2: 22 / 0.288 / 0.46
met1: 788 / 0.274 / 0.50
li1: 960 / - / -
power breakdown:
part	total (mW)	switching [mW]	internal, mW
clock	0.198	0.0971	0.101
combinational	1.09	0.557	0.535
sequential	0.478	0.0755	0.403
total	1.77	0.730	1.04
worst min-delay path by stage:
stage	start	to	slack, ns	cells past startpoint
4_1_cts	active_1	active_2	0.33	0
6_report	active_1	active_2	0.33	0
5_1_grt	active_1	active_2	0.35	0
No activity file was given, so power comes from the tool's default toggle rates.
